**constraint.sdc**
```tcl
current_design wmaster

set clk_period 6.8
set clk_io_pct 0.2

create_clock -name clk0 -period $clk_period [get_ports {clk_i}]

set non_clock_inputs [all_inputs -no_clocks]
set_input_delay [expr $clk_period * $clk_io_pct] -clock clk0 $non_clock_inputs
set_output_delay [expr $clk_period * $clk_io_pct] -clock clk0 [all_outputs]
```
**run.sh**
```bash
#!/bin/bash
# OpenROAD 26Q1-2900-gdf79404cd8, Yosys 0.63+post, stock flow scripts
make -C /OpenROAD-flow-scripts/flow DESIGN_CONFIG=/design/flow/config.mk WORK_HOME=/design/flow/orfs finish
```
**design.v**
```verilog
module wmaster (
    input wire  rst_i,
    input wire  clk_i,
    input wire [25:0]   addressBus,
    inout wire [31:0]   dataBus,
    input wire  memoryRead,
    input wire  memoryWrite,
    input wire  mwr_arm,
    input wire mem_req,
    input wire[31:0]  dat_i,
    input wire  ack_i,
    input wire  tagn_i,
    output wire [25:0]  adr_o,
    output wire [31:0]  dat_o,       
    output wire  we_o,
    output wire  stb_o,
    output wire  cyc_o,
    output wire  tagn_o
);
    reg stb_o_reg,cyc_o_reg,tagn_o_reg,we_o_reg;
    reg stb_o_reg_next,cyc_o_reg_next,tagn_o_reg_next,we_o_reg_next;
    reg [25:0] adr_o_reg,adr_o_reg_next;
    reg[31:0] dataBus_in,dataBus_out, dataBus_out_next,dat_o_reg,dat_o_reg_next;
    reg [1:0] master_state,master_state_next;
    assign stb_o = stb_o_reg;
    assign cyc_o = cyc_o_reg;
    assign tagn_o = tagn_o_reg;
    assign we_o = we_o_reg;
    assign  dat_o = (memoryWrite) ? dataBus : 32'bz;
    assign  dataBus =  (we_o) ? 32'bz: dataBus_out;
    assign adr_o = adr_o_reg;
    always @(posedge clk_i)begin
    if (~rst_i)begin
        stb_o_reg <= 0;
        cyc_o_reg <= 0;
        master_state <= 0;   
    end 
    else begin
        stb_o_reg <=stb_o_reg_next;
        cyc_o_reg <=cyc_o_reg_next;
        tagn_o_reg <=tagn_o_reg_next;
        we_o_reg <=we_o_reg_next;
        master_state <=master_state_next;
        adr_o_reg <= adr_o_reg_next;
        dat_o_reg <= dat_o_reg_next;
        dataBus_out <= dataBus_out_next;
    end
    end
    always @* begin
    stb_o_reg_next = stb_o_reg;
    cyc_o_reg_next = cyc_o;
    tagn_o_reg_next = tagn_o_reg;
    we_o_reg_next= we_o_reg; 
    dat_o_reg_next = dat_o_reg;
    dataBus_out_next = dataBus_out;
    casex (master_state)
        2'b00: begin  
                if ({memoryRead,memoryWrite} == 2'b10) begin
                    adr_o_reg_next = addressBus;
                    tagn_o_reg_next = 1'b1;
                    we_o_reg_next = 1'b0;
                    cyc_o_reg_next = 1'b1;  
                    stb_o_reg_next = 1'b1;  
                    master_state_next = 2'b10;
                end
                else if ({memoryRead,memoryWrite} == 2'b01) begin
                    adr_o_reg_next = addressBus;
                    tagn_o_reg_next = 1'b1;
                    we_o_reg_next = 1'b1;
                    cyc_o_reg_next = 1'b1;
                    stb_o_reg_next = 1'b1;
                    master_state_next = 2'b01;
                end
        end
        2'b10:begin
               if (ack_i) begin
                    stb_o_reg_next = 0;
                    cyc_o_reg_next = 0;
                    tagn_o_reg_next = 0;  
                    dataBus_out_next = dat_i;
                    master_state_next = 2'b00;  
                end
        end
        2'b01: begin
                if (ack_i) begin
                    master_state_next = 2'b00;  
                    we_o_reg_next = 0;
                    stb_o_reg_next = 0;
                    cyc_o_reg_next = 0;
                    tagn_o_reg_next = 0;  
                end
        end
    endcase 
end
endmodule
```
**config.mk**
```make
export PLATFORM = sky130hd
export DESIGN_NAME = wmaster
export DESIGN_NICKNAME = wmaster
export VERILOG_FILES = /design/flow/design.v
export SDC_FILE = /design/flow/constraint.sdc
export NUM_CORES = 4
export LEC_CHECK = 1
export CORE_UTILIZATION = 40
```
==> run notes <==
run metrics: ys flops=91, biggest area consumer among synthesized cells=edfxtp_1, Top cell area share=66.2%, Inserted Clock Buffers=9, hold bufs inserted after CTS=0, Max Buffers Root-to-Sink=2, Synth Instances=152, endpoints left unconstrained=around 54, FP Core Util=about 42%, Post CTS Setup Buffer Count=0, DIE HEIGHT=84.5 microns, die width=roughly 85 microns, Log Error=[error] [KeplerFormal.cpp:679] Workflow failed: Iso has multiple drivers: .dataBus0, dataBus[0]$_DFFE_PP_.Q0, io pins=160, YS chip area=between 2000 and 3000 sq um, htree depth=3, Syn Area/Cell=17.9 sq um, HPWL after DPL=3880 microns, Cell Rows=29, Ys Warns=3, post-cts sizing count=0, register pins left without a clock=28, Placed Cells=323, GPL Wtd Cong=0.752, clk root buf=clkbuf_8, run status=stopped before the end, yosys cell count=152, synthesized cell area=roughly 2700 sq um, Area contributors post-synth=edfxtp_1, dlxtn_1, buf_4, stopping stage=4_1_cts, Buffers on Ports=124, Cell Type Count=19
[Yosys cell counts]
cell / number
ha_1: 5
dlxtn_1: 28
nand3b_1: 1
o221ai_1: 1
nor2b_1: 1
buf_4: 33
inv_1: 6
a21oi_1: 1
and2_1: 2
edfxtp_1: 60
nor2_1: 3
a31o_1: 1
a221oi_1: 1
o211a_1: 1
o21ai_0: 2
nand2_1: 1
a21oi_2: 1
and3_1: 1
dfxtp_1: 3
[cells by family after synthesis]
| kind of cell | synth area share (%) |
|---|---|
| buffers and inverters | 9.93 |
| and+or+nand+nor | 1.75 |
| DFF | 68.4 |
| AOI/OAI and AO/OA | 2.21 |
| adders and majority gates | 2.30 |
| latches | 15.4 |
[stage by stage]
| step | area [sq um] | power [W] | utilization [%] | setup slack (ns) |
|---|---|---|---|---|
| floorplan | 2720 | 0.000489 | - | 3.96 |
| global placement | 3830 | 0.000553 | 59.4 | 3.87 |
| detailed placement | 3830 | 0.000554 | 59.4 | 3.56 |
No activity file was given, so power comes from the tool's default toggle rates.
