File: flow/run.sh
#!/bin/bash
# OpenROAD 26Q1-2900-gdf79404cd8, Yosys 0.63+post, stock flow scripts
make -C /OpenROAD-flow-scripts/flow DESIGN_CONFIG=/design/flow/config.mk WORK_HOME=/design/flow/orfs finish
File: flow/config.mk
export PLATFORM = sky130hd
export DESIGN_NAME = serial_to_parallel
export DESIGN_NICKNAME = serial_to_parallel
export VERILOG_FILES = /design/flow/design.v
export SDC_FILE = /design/flow/constraint.sdc
export NUM_CORES = 4
export LEC_CHECK = 1
export CORE_AREA = 10 10 89 89
export DIE_AREA = 0 0 99 99
File: flow/constraint.sdc
current_design serial_to_parallel

set clk_period 3.2
set clk_io_pct 0.2

create_clock -name clk0 -period $clk_period [get_ports {SSPCLKIN}]

set non_clock_inputs [all_inputs -no_clocks]
set_input_delay [expr $clk_period * $clk_io_pct] -clock clk0 $non_clock_inputs
set_output_delay [expr $clk_period * $clk_io_pct] -clock clk0 [all_outputs]
File: flow/design.v
module serial_to_parallel
#(  
    parameter N = 8
)
(
    input wire SSPCLKIN, CLEAR_B,
    input wire SSPRXD,  
    input wire SSPFSSIN,
    output reg [N-1:0] RxData,   
    output reg receive_signal
);
reg [N-1:0] data_reg;
reg [N-1:0] count_reg, count_next;
reg [N-1:0] RxData_next;
reg rx_state_reg, rx_state_reg_next, start_rx,start_rx_next,receive_signal_next;
localparam  rx =1'b1, no_rx = 1'b0;
always @(posedge SSPCLKIN) begin
    if(~CLEAR_B) begin
        count_reg <= N-1;
        rx_state_reg <= no_rx;
        start_rx <= 0;
        receive_signal <= 0;
    end
    else begin
        count_reg <= count_next;
        rx_state_reg <= rx_state_reg_next; 
        RxData <=RxData_next;
        start_rx <=start_rx_next;
        receive_signal <= receive_signal_next;
    end
end
always @* begin
    count_next = count_reg;
    rx_state_reg_next =  rx_state_reg ; 
    RxData_next =  RxData;
    start_rx_next = start_rx;
   receive_signal_next = 0;
    case (rx_state_reg)
        rx: begin
            if (start_rx & CLEAR_B)begin
                data_reg[count_reg] = SSPRXD;
                count_next = count_reg - 1;
                if (count_reg == 0)begin
                    count_next = N-1;
                    RxData_next = data_reg;
                    receive_signal_next = 1;
                    if (SSPFSSIN)begin
                        start_rx_next = 1;
                        rx_state_reg_next = rx;
                    end
                    else begin
                        start_rx_next = 0;
                        rx_state_reg_next = no_rx;
                    end
                end
            end
        end
        no_rx: begin
            if ((SSPFSSIN == 1) & CLEAR_B)begin
               count_next = N-1;
               start_rx_next = 1;
               rx_state_reg_next = rx; 
            end
        end
    endcase
end
endmodule
==> impl_metrics.toml <==
# flow metrics
[outcome]
status = "completed"

[final_timing]
slew_violations = 0
timing.final.ws_setup_ns = 0.954
post-route-min-period_ns = 2.25
min_period_over_period = 0.702
max_freq_mhz = 445
unclocked_regs = 8
grt_setup_unrepaired = "no"
worst_pin_slew_ns = 0.481
finalSetupViolCount = 0
hold_viol = 0
tns_ns = 0
skew_ns = 0.00428
holdWs_ns = 0.490
slew_headroom = 0.677
untimed_endpoints = 8

[cts]
h-tree-depth = 1
clockBufferDepth = 2
postCtsHoldBufs = 0
cts_tree = "built"
clk_latency_ns = 0.25
clk_pin_slew_ns = 0.07
cts_setup_buffers = 0
cts_root_buf = "clkbuf_8"
ctsResizeCount = 0
cts_made_buffers = 3

[finish]
drive_gt1_frac = 0.179
nFillCells = 639
area_growth_pct = 23.1
stdcell_count = 198

[yosys]
topCellsByArea = "edfxtp_1 (21%), dfxtp_1 (19%), dlxtn_1 (11%)"
yosysTopAreaCellShare = 0.210
edf_count = 8
ys_area_um2 = 1140
netlist_instances = 107
yosysTopAreaCell = "edfxtp_1"
yosys-stat-cells = 107
yosys_warnings = 9
synth_flop_count = 27
netlist_area_um2 = 1140
async_flop_share = 0
yosys-top-cells-count = "nand2_1 (16), dfxtp_1 (11), mux2_2 (9)"
avgSynthCellArea_um2 = 10.7
synth.distinct_cells = 26
flop_cell = "dfxtp_1"
synth.most_common_cell = "nand2_1"

[critical_path]
startpoint = "CLEAR_B"
crit_path_max_incr_delay_ns = 0.45
start_kind = "input pin"
worstPathRequired_ns = 3.15
worst-path-max-fanout = 13
cp_slowest_cell = "clkdlybuf4s50_1"
arrival_ns = 2.19
path_cells = "clkdlybuf4s50_1 > buf_4 > nand3_1 > nor3_1 > and3_2"
crit_path_end_kind = "flop"
r2r-start = "count_reg[4]$_SDFFE_PN0P_"
worst-setup-path-type = "input pin to flop"

[place]
dp.cells = 194
hpwl_mm = 1.51
gp_congestion = 0.815
io_buffers = 12
dp_slack_ns = 0.692

[floorplanning]
dieWidth_um = 99
core_util_floorplan = 0.191
die-area_um2 = 9800
io_pins = 13
core_um2 = 5990
num_rows = 28
die_h_um = 99

[route]
drtIter0Drc = 80
ant_nets = 0
drc = 0
totalWireLength_mm = 2.00
vias_per_cell = 3.97
dr.pass1.iters = 4
wl_per_cell_um = 10.1
num_antenna_cells = 0
vias = 786

[pwr]
pwr_density_cell_nw_per_um2 = 366
leakage_nw = 0.535
p_total_uw = 515
vdd_drop_max_mv = 0.189

[grt]
grt_max_degree = 14
grt_first_pass_wirelength_mm = 3.60
antenna_found_initial = 0
grt_pass1_vias = 768
grt-ovfl-total = 0
grt_usage = 0.0432

[hold_path]
hold_start = "start_rx$_SDFFE_PN0P_"
hold_class = "flop to flop"

[flow_run]
max_cap_violations = 0
warnings = 29
==> routing by layer <==
metal,wire [um],up-vias,part of all wire,track usage
met5,0,-,0,0
met3,151,2,0.076,0.0169
met4,12,0,0.0060,0.00331
li1,-,402,-,-
met1,1020,369,0.51,0.0606
met2,821,13,0.41,0.0641
==> kinds of logic after synthesis <==
| logic type | synth area share |
|---|---|
| and+or+nand+nor | 0.227 |
| DFF | 0.403 |
| muxes | 0.0975 |
| latches | 0.105 |
| xor gates and xnor gates | 0.0537 |
| adders and majority gates | 0.0548 |
| AOI/OAI and AO/OA | 0.0427 |
| buffers and inverters | 0.0164 |
==> cell usage in the layout, fill, tap and decap left out, drive strengths merged <==
master / Yosys / layout
o21ai: 2 / 2
nand4b: 1 / 1
nor2b: 1 / 1
xnor2: 1 / 1
inv: 4 / 4
a31oi: 2 / 2
dfxtp: 11 / 11
nand4: 4 / 4
ha: 5 / 5
and3: 3 / 3
and2b: 1 / 1
mux2i: 1 / 1
nand3: 4 / 4
a2bb2oi: 1 / 1
buf: 1 / 1
and2: 3 / 3
clkdlybuf4s50: 0 / 12
xor2: 6 / 6
clkbuf: 0 / 3
nor3: 2 / 2
nand2b: 2 / 2
mux2: 9 / 9
clkinv: 0 / 1
dlxtn: 8 / 8
nor2: 8 / 8
nand2: 16 / 16
nor4: 3 / 3
edfxtp: 8 / 8
==> metrics by stage <==
step           instance area [um^2]  utilization
2_1_floorplan                  1140            -
3_3_place_gp                   1360        0.227
3_5_place_dp                   1360        0.227
4_1_cts                        1410        0.235
5_1_grt                        1410        0.235
6_report                       1410        0.235
==> path summary, 6_finish.rpt <==
path,cells after the start,slack (ns),end
hold / removal,1,0.49,rx_state_reg$_SDFF_PN0_
setup reg to reg,3,1.51,RxData[0]$_DFFE_PP_
setup / recovery,5,0.95,RxData[5]$_DFFE_PP_
hold reg to reg,1,0.49,rx_state_reg$_SDFF_PN0_
==> worst max-delay path, delay by kind of cell <==
kind,cells,cell delay [ns]
buffers and inverters,2,0.63
and+or+nand+nor,3,0.92
==> power breakdown <==
| part | internal [mW] | switching, mW | total (mW) |
|---|---|---|---|
| Combinational | 0.0308 | 0.0293 | 0.0600 |
| Clock | 0.0864 | 0.0781 | 0.165 |
| Sequential | 0.282 | 0.00855 | 0.291 |
| Total | 0.400 | 0.116 | 0.515 |
==> final cells by class <==
type	count	area, um^2	area share
Clock buffer	3	41.3	0.0294
Clock inverter	1	5.00	0.00356
Tap cell	75	93.8	0.0667
Sequential cell	27	581	0.413
Inverter	4	15.0	0.0107
Multi-Input combinational cell	75	543	0.386
Timing Repair Buffer	13	128	0.0907
Power figures rest on the tool's default switching activity, not on a simulated workload.
