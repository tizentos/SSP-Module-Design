### design/flow/design.v
module parallel_to_serial
#(  
    parameter N = 8
)
(
    input wire SSPCLKOUT, CLEAR_B,
    input wire [N-1:0] TxData,  
    input wire start_signal,                        
    output reg SSPTXD,  
    output reg SSPOE_B, 
    output wire SSPFSSOUT   
);
reg [N-1:0] data_reg, data_next;
reg [N-1:0] count_reg, count_next;
reg SSPOE_B_next;
reg SSPFSSOUT_internal,SSPOE_B_internal;
assign SSPFSSOUT = SSPFSSOUT_internal;
localparam  tx =2'b01, no_tx = 2'b00, bf_tx=2'b10;
reg [1:0] tx_state_reg, tx_state_next;
reg finish_tx,tx_command;
reg finish_tx_next;
always @(posedge SSPCLKOUT) begin
    if(~CLEAR_B) begin
        count_reg <= N-1;
        data_reg <= 0;
        tx_state_reg <= no_tx;
        tx_command <= 1'b0;
        finish_tx <= 1'b0;
    end
    else begin
        count_reg <= count_next;
        data_reg <= data_next;
        tx_state_reg <= tx_state_next;
        finish_tx <=finish_tx_next;
    end
end
always @(negedge SSPCLKOUT)
    if (~CLEAR_B) SSPOE_B = 1'b1;
    else SSPOE_B = SSPOE_B_next;
always @* begin
    case (tx_state_reg)
          tx:begin
            if (finish_tx & CLEAR_B) begin 
                tx_state_next = no_tx;
                tx_command = 1'b0;
                SSPOE_B_next = 1'b1;
            end
            SSPFSSOUT_internal = 1'b0;
            tx_command = 1'b1;
            SSPTXD = data_next[count_reg];
            count_next = count_reg - 1;
            if (count_reg == 0) begin
                count_next = N-1;
                finish_tx_next = 1'b1;
                tx_command = 1'b0;
                tx_state_next = no_tx;
                if(start_signal & CLEAR_B)begin 
                    SSPFSSOUT_internal = 1'b1; 
                    tx_state_next = tx;
                    tx_command = 1'b1;
                    finish_tx_next = 1'b0;
                    count_next = N-1;
                    SSPOE_B_next = 1'b0;
                    data_next = TxData;
                end
            end else begin
                data_next = TxData;
            end
           end
          no_tx: 
            begin
            if (start_signal & CLEAR_B) begin
                count_next = count_reg; 
                tx_state_next = tx;
                tx_command = 1'b1;
                SSPOE_B_next = 1'b0;
                SSPFSSOUT_internal = 1'b1;
                data_next = TxData;
                data_reg = TxData;
            end
            else begin
                count_next = count_reg; 
                tx_state_next = no_tx;
                tx_command = 1'b0;
                SSPOE_B_next = 1'b1;
                SSPFSSOUT_internal = 1'b0;
                finish_tx_next = 1'b0;
            end
            end
    endcase
end
endmodule
### design/flow/run.sh
#!/bin/bash
# OpenROAD 26Q1-2900-gdf79404cd8, Yosys 0.63+post, stock flow scripts
make -C /OpenROAD-flow-scripts/flow DESIGN_CONFIG=/design/flow/config.mk WORK_HOME=/design/flow/orfs finish
### design/flow/config.mk
export PLATFORM = sky130hd
export DESIGN_NAME = parallel_to_serial
export DESIGN_NICKNAME = parallel_to_serial
export VERILOG_FILES = /design/flow/design.v
export SDC_FILE = /design/flow/constraint.sdc
export NUM_CORES = 4
export LEC_CHECK = 1
export CORE_AREA = 10 10 84 84
export DIE_AREA = 0 0 94 94
### design/flow/constraint.sdc
current_design parallel_to_serial

set clk_period 2.9
set clk_io_pct 0.2

create_clock -name clk0 -period $clk_period [get_ports {SSPCLKOUT}]

set non_clock_inputs [all_inputs -no_clocks]
set_input_delay [expr $clk_period * $clk_io_pct] -clock clk0 $non_clock_inputs
set_output_delay [expr $clk_period * $clk_io_pct] -clock clk0 [all_outputs]
==> summary.rpt <==
==============================================================================
Run status                                                        finished, final reports clean
CP max-delay cell                                                      dfxtp_1
Dominant logic cell type in the layout                            clkdlybuf4s50_1
Startpoint class of the critical path                                flip-flop
Count of unclocked register or latch pins                                   12
Hold Path Origin                                                  count_reg[7]
Fp util                                                                  15.4%
Final RePlAce weighted congestion                                        0.747
Maximum fanout encountered on the critical timing path                       1
Part of the total power dissipated in the clock network                  44.5%
Setup TNS                                                                 0 ns
Part of the total power dissipated in sequential elements                46.6%
Total DRC errors in the routed layout                                        0
Global-route wire length before repair                                 2410 um
Worst setup skew after layout                                       0.00202 ns
Worst-case reg-to-reg path depth                                             3
Iter 0 DRT Violations                                                       19
Routed length on met3                                                   108 um
Via density                                                               3.43
Worst setup path category                                           reg -> out
Detail-routed net length per standard cell                             8.58 um
Post-synthesis sequential element count                                     23
Endpoint of the lowest-slack register-to-register path            count_reg[5]
Post-Syn Area                                                          801 um2
Instance area at placement                                            1020 um2
Required time of the critical path                                     2.32 ns
Largest stage delay, worst path                                        0.28 ns
Vias in the first global route                                             522
TritonCTS clock tree                                                     built
OpenROAD warning count                                                      27
Yosys-reported design area after synthesis                             801 um2
Routed WL                                                              1400 um
Cell count after synthesis                                                  76
Mean cell area of the mapped netlist                                  10.5 um2
Number of enable flip-flop cells                                             0
Detailed-routed wire length on met2                                     542 um
Final Instance Count excl. Fillers                                         163
Number of diodes                                                             0
IO Count                                                                    14
Clock transition at path regs                                          0.05 ns
Die extent in x                                                          94 um
Clock tree buffer depth                                                      2
Worst Setup Slack, final                                             0.0656 ns
Overflow left after global routing                                           0
Cell count of the worst hold path                                            2
Worst-case setup slack after placement                                0.126 ns
Maximum VDD drop                                                    0.000124 V
Pin count of the biggest net entering global routing                        11
Clock Root Buffer                                                     clkbuf_8
Final count of hold timing violations                                        0
Power density over the cells                                        331 nW/um2
Post-route antenna net violation count                                       0
Relative max-transition margin                                           75.7%
Dominant register cell                                                 dlxtn_1
Crit Reg-Reg Startpoint                                           tx_state_reg[0]
Total clock buffers created by CTS                                           3
Count of fill cells added during filler insertion                          593
H-tree lvl count                                                             1
Layout area overhead                                                     34.1%
Sequence of cells on the critical path                            dlygate4sd2_1
Number of unconstrained endpoints                                           13
Proportion of layout cells with a drive suffix above 1                   17.2%
Initial antenna violation count                                              0
Post-route met1 wirelength                                              734 um
Setup repair after global routing missed its margin                         no
Core ar.                                                              5200 um2
Global-route usage over all layers                                       3.28%
Max-cap violations                                                           0
Total of warnings raised by yosys                                            2
Switching power summed over all nets                                   75.0 uW
Post-route cell area                                                  1070 um2
Post-layout util                                                         20.6%
Total number of vias                                                       559
Worst Setup End Kind                                                output pin
DP Wirelength                                                          1100 um
Number of failing setup endpoints in the final timing report                 0
Sw frac                                                                  21.1%
Leakage component of the power                                        0.424 nW
Worst hold path type                                                reg -> reg
Logic pwr share                                                           8.8%
Iteration tally of the first detailed-router pass                            4
Most frequent cells in the layout                                 clkdlybuf4s50_1 (12), dfxtp_1 (11), dlxtn_1 (11)
Late-Pin Clk Latency                                                   0.24 ns
Setup slack of the worst register-to-register path                     1.23 ns
Critical Path AT                                                       2.25 ns
Transition time of the tightest slew-check pin                        0.365 ns
Vertical die dimension                                                   94 um
Async set-or-reset flop fraction in the synthesized netlist                 0%
Count of buffer and inverter cells on the critical path                      1
Total die size                                                        8840 um2
Internal power consumption                                              280 uW
Count of placed standard cells including taps                              159
Gate family responsible for the most delay along the worst path     flip-flops
Cell count in the Yosys report                                              76
Highest metal layer with signal wires                                     met4
Max-slew violation count                                                     0
Distinct lib cells used                                                     29
Min-Delay Endpoint                                                count_reg[7]
Number of port buffers                                                      13
FP Rows                                                                     26
==============================================================================
[cell families (layout without fill, tap and decap cells)]
group,count (synthesis),count (layout),synth area share [%]
xor gates and xnor gates,3,3,3.28
buffers and inverters,6,23,3.28
DFF,11,11,27.5
AOI/OAI and AO/OA,16,16,14.1
muxes,3,3,7.97
adders and majority gates,2,2,3.12
latches,12,12,22.5
and+or+nand+nor,23,23,18.3
[synth_stat cells, drive strengths merged, types with 3 or more instances]
cell | count | area share (%)
and2 | 3 | 2.3
dfxtp | 11 | 27
nor2 | 4 | 1.9
a21oi | 5 | 3.6
o21ai | 5 | 3.1
dlxtn | 11 | 21
or4 | 4 | 4.7
inv | 4 | 1.9
o31ai | 3 | 4.5
nand2b | 3 | 2.3
nand2 | 4 | 1.9
[routing by layer]
layer / vias to the layer above / GRT usage [%]
met1: 244 / 4.49
met2: 13 / 4.55
met4: 0 / 0.380
met3: 2 / 1.78
met5: - / 0
li1: 300 / -
[worst reg2reg max path, delay by kind of cell, from the launching register on]
kind	cells	cell delay (ns)
simple gates	2	0.98
compound gates	1	0.13
flops	1	0.50
[how the worst max path moves through the flow]
stage | from | end | slack [ns] | depth (start not counted)
CTS | SSPOE_B | SSPOE_B | 0.05 | 1
global route | SSPOE_B | SSPOE_B | 0.03 | 1
finish | SSPOE_B | SSPOE_B | 0.07 | 1
[per-stage QoR]
step	power, mW	hold slack (ns)
final	0.356	0.491
after global routing	0.379	0.522
after CTS	0.365	0.491
after detailed placement	0.205	0.475
after global placement	0.205	0.471
after floorplan	0.186	0.454
[power groups by stage]
stage / registers (mW) / logic, mW / clock network (mW)
4_1_cts: 0.166 / 0.0317 / 0.167
5_1_grt: 0.167 / 0.0351 / 0.178
6_report: 0.166 / 0.0314 / 0.158
[layout make-up]
type                    instances  area [um2]  share of cell area, %
flip-flops and latches         23         400                   37.3
multi-input cells              47         380                   35.4
clock inverters                 2        8.76                  0.816
well taps                      70        87.6                   8.16
inverters                       3        11.3                   1.05
repair buffers                 15         144                   13.4
clock buffers                   3        41.3                   3.85
[timing repair]
item,CTS,global route
hold buffers,0,0
resized,1,2
buffers inserted,0,0
endpoints found under the setup margin,1,1
hold endpoints to repair,0,0
pin swaps,0,0
Power figures rest on the tool's default switching activity, not on a simulated workload.
